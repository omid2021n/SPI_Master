### ./run.sh
#!/bin/bash
# OpenROAD 26Q1-2900-gdf79404cd8, Yosys 0.63+post, stock flow scripts
make -C /OpenROAD-flow-scripts/flow DESIGN_CONFIG=/design/flow/config.mk WORK_HOME=/design/flow/orfs finish
### ./config.mk
export PLATFORM = sky130hd
export DESIGN_NAME = fsm_spi
export DESIGN_NICKNAME = fsm_spi
export VERILOG_FILES = /design/flow/design.v
export SDC_FILE = /design/flow/constraint.sdc
export NUM_CORES = 4
export LEC_CHECK = 1
export CORE_UTILIZATION = 50
### ./constraint.sdc
current_design fsm_spi

set clk_period 4.9
set clk_io_pct 0.2

create_clock -name clk0 -period $clk_period [get_ports {clk}]

set non_clock_inputs [all_inputs -no_clocks]
set_input_delay [expr $clk_period * $clk_io_pct] -clock clk0 $non_clock_inputs
set_output_delay [expr $clk_period * $clk_io_pct] -clock clk0 [all_outputs]
### ./design.v
`timescale 1ns / 1ps
module fsm_spi(
    input wire clk,
    input wire rst,
    input wire tx_enable,
    output reg mosi,
    output reg cs,
    output wire sclk
);
    typedef enum logic [1:0] {idle = 0, start_tx = 1, tx_data = 2, end_tx = 3 } state_type;
    state_type state, next_state;
    reg [7:0] din = 8'b11101010;    
    reg spi_sclk = 0;               
    reg [2:0] count = 0;  
    integer bit_count = 0;   
   always@(posedge clk)
      begin
     case(next_state)
     idle: 
     begin
     spi_sclk <= 0;
     end
     start_tx : 
     begin
     if(count < 3'b011 || count == 3'b111)
     spi_sclk <= 1'b1;
     else
     spi_sclk <= 1'b0;   
     end
     tx_data:
     begin
     if(count < 3'b011 || count == 3'b111)
     spi_sclk <= 1'b1;
     else
     spi_sclk <= 1'b0; 
     end
     end_tx: 
     begin
     if(count < 3'b011 )
     spi_sclk <= 1'b1;
     else
     spi_sclk <= 1'b0; 
     end
     default : spi_sclk <= 1'b0;
     endcase
     end
      always@(posedge clk)
      begin
        if(rst)
         state <= idle;
       else
         state <= next_state;
      end
     always@(*)   
     begin
     case(state)
     idle :
     begin
             mosi = 1'b0;
             cs   = 1'b1;
             if(tx_enable)
             next_state = start_tx;
             else
             next_state = idle;
     end
     start_tx: 
     begin     
           cs = 1'b0;
           if(count == 3'b111)
           next_state = tx_data;
           else
           next_state = start_tx;
     end
     tx_data : 
     begin
          mosi = din[7-bit_count];
          if(bit_count != 8) begin
          next_state = tx_data;
          end
          else
          begin
          next_state = end_tx;
          mosi  = 1'b0;
          end
     end
     end_tx:
     begin
         cs   = 1'b1;
         mosi = 1'b0;
         if(count == 3'b111)
           next_state = idle;
         else
           next_state = end_tx;
     end
     default :  next_state = idle;
     endcase
     end
always@(posedge clk)
begin
case(state)
idle : 
begin
count <= 0;
bit_count <= 0;
end
start_tx : count <= count + 1;
tx_data:
begin
if(bit_count != 8)
        begin
           if(count < 3'b111)
             count <= count + 1;
           else
             begin
             count <= 0;
             bit_count <= bit_count + 1;
             end
        end
end
end_tx : 
begin
count     <= count + 1;
bit_count <= 0;
end
default :
begin
count <= 0;
bit_count <= 0;
end
endcase
end
  assign sclk = spi_sclk;
 endmodule
==> flow_metrics.py <==
# Synthesis and PnR figures
metrics = {
    "status": {
        "status": "finished, final reports clean",
    },
    "cells_and_area": {
        "filler_cell_count": 383,
        "syn_to_final_growth_pct": 5.97,
        "layout.cells.non_filler": 286,
        "drive_above_1_share_pct": 8.12,
        "final_area_um2": 2530,
        "combGateArea_um2": 1110,
        "flop_area_um2": 1180,
    },
    "grt": {
        "grt_overflow": 0,
        "grt_pass1_vias": 1661,
        "grt.total_usage_pct": 20.5,
        "grt_start_max_net_pins": 32,
        "antenna_found_initial": 0,
        "grt_pass1_wl_mm": 7.80,
    },
    "synth": {
        "syn_inst": 229,
        "yosysChipArea_um2": 2390,
        "top_cells_by_area": "edfxtp_1, a21oi_1, dfxtp_1",
        "ys_cells": 229,
        "async_flop_share_pct": 0,
        "syn_avg_cell_area_um2": 10.4,
        "synth_flops": 42,
        "synth_warnings": 1,
        "synth-main-ff-cell": "edfxtp_1",
        "edf_count": 35,
        "top_area_share_pct": 44.0,
        "syn_area_um2": 2390,
        "ys_types": 41,
        "yosysTopAreaCell": "edfxtp_1",
    },
    "placement": {
        "placed_area_um2": 2450,
        "globalplace.congestion": 0.821,
        "preCtsSetupSlack_ns": 2.41,
        "dpl.cell_count": 278,
        "hpwl_mm": 3.15,
        "portBuffers": 5,
    },
    "die": {
        "core-area_um2": 4470,
        "ioPinCount": 6,
        "fp-row-count": 24,
        "fp_util_pct": 53.4,
        "die_x_um": 71.1,
        "die_area_um2": 5060,
        "fp.dieH_um": 71.1,
    },
    "sta": {
        "slew_violations": 0,
        "max_freq_ghz": 0.415,
        "hold_slack_ns": 0.508,
        "untimed_endpoints": 4,
        "post-route-period-util_pct": 49.1,
        "hold_viol": 0,
        "timing.slew.headroom_pct": 50.8,
        "setup_viol": 0,
        "rsz0062_at_grt": "no",
        "clock_skew_ns": 0.00560,
        "setup_tns_ns": 0,
        "worst_pin_slew_ns": 0.739,
        "unclocked_regs": 2,
        "period_minus_slack_ns": 2.41,
        "fin_ws_ns": 2.49,
    },
    "clocking": {
        "post-cts-setup-buffers": 0,
        "post_cts_resized": 0,
        "ctsHoldBuffers": 0,
        "clock_path_buffers": 2,
        "clock_latency_ns": 0.29,
        "cts.clk_slew.worst_paths_ns": 0.07,
        "cts_tree": "built",
        "cts_buffers": 5,
        "h-tree-depth": 2,
        "cts_root_buf": "clkbuf_8",
    },
    "detailed_routing": {
        "viasPerCell": 6.23,
        "post_drt_wl_per_cell_um": 15.7,
        "dr.pass1.iters": 4,
        "first_iter_violations": 88,
        "vias": 1781,
        "drc_errors": 0,
        "num_antenna_cells": 0,
        "drtAntennaViolNets": 0,
        "drt_wl_total_mm": 4.50,
    },
    "worst_setup_path": {
        "crit_fanout": 9,
        "crit_top_cell": "nor2_1",
        "cpPeakStageDelay_ns": 0.60,
        "crit_path_end_kind": "flip-flop",
        "critPathArrivalTime_ns": 2.59,
        "cp-start-kind": "flip-flop",
        "crit_chain": "nor4_1 -> nand4_1 -> nor3_1 -> a211o_1 -> ha_1 -> nor2_1 -> a211oi_1 -> a21oi_1 -> nor2_1",
        "rrSetupSlack_ns": 2.49,
        "path_class": "flip-flop to flip-flop",
        "cp.required_ns": 5.09,
        "cp_slowest_cell": "edfxtp_1",
    },
    "power_and_ir_drop": {
        "power.density_nw_per_um2": 291,
        "leakagePower_nw": 0.885,
        "ir_worst_vdd_mv": 0.160,
    },
    "worst_hold_path": {
        "hold_path_class": "flip-flop to flip-flop",
    },
    "run": {
        "maxCapViolCount": 0,
        "warnings": 27,
    },
}
layout by cell type, fill, tap and decap left out, types with 9 or more instances in the layout:
cell and count:
o31ai_1 9, or4_1 9, o21ai_0 12, nor2_1 21, xor2_1 9, or3_1 9
nand2_1 11, edfxtp_1 35, a21oi_1 23, inv_1 9
routing by layer:
layer,global-route usage (%),up-vias,wire (µm)
met3,5.35,5,225
li1,-,889,-
met2,30.8,44,2000
met4,1.78,0,51
met5,0,-,0
met1,33.7,843,2220
power breakdown:
| part | switching, mW | internal (mW) | leakage, nW |
|---|---|---|---|
| registers | 0.0418 | 0.410 | 0.435 |
| logic | 0.0415 | 0.0344 | 0.405 |
| clock network | 0.112 | 0.0967 | 0.0453 |
| total | 0.195 | 0.541 | 0.885 |
cells in the mapped netlist (all sizes together), types with 6 or more instances:
cell,n
nand3,8
nand4,13
o31ai,9
or4,9
a21oi,23
or3,9
xor2,9
inv,9
o21ai,12
nand2,11
nor2,21
ha,7
nor4,6
edfxtp,35
registers in the layout, indices dropped and copies added, names as in the netlist:
signal,flops
bit_count,32
state,4
count,3
cs,1
mosi,1
spi_sclk,1
area by class of cell:
class                           instances  area share [%]
Clock buffer                            5            2.72
Sequential cell                        42            46.6
Multi-Input combinational cell        169            43.9
Tap cell                               52            2.57
Clock inverter                          3           0.543
Timing Repair Buffer                    6            2.27
Inverter                                9            1.33
logic make-up (layout without fill, tap and decap cells):
| logic type | after synthesis | in the layout | synth area share [%] |
|---|---|---|---|
| AND-OR/OR-AND | 50 | 50 | 12.1 |
| XOR/XNOR | 12 | 12 | 4.40 |
| adder cells (fa/ha/maj) | 7 | 7 | 3.66 |
| buffers and inverters | 18 | 23 | 4.29 |
| flip-flops | 40 | 40 | 48.2 |
| latches | 2 | 2 | 1.26 |
| AND/OR/NAND/NOR | 100 | 100 | 26.1 |
worst paths after layout:
| path | start | end | cells after the start |
|---|---|---|---|
| min | state[0]$_DFF_P_ | state[2]$_DFF_P_ | 2 |
| max reg2reg | bit_count[9]$_SDFFCE_PN0P_ | spi_sclk$_DFF_P_ | 9 |
| min reg2reg | state[0]$_DFF_P_ | state[2]$_DFF_P_ | 2 |
| max | bit_count[9]$_SDFFCE_PN0P_ | spi_sclk$_DFF_P_ | 9 |
critical path, delay by kind of cell (launching register included):
family,cells,cell delay [ns]
and+or+nand+nor,5,1.11
DFF,1,0.60
AOI/OAI and AO/OA,3,0.35
adders and majority gates,1,0.24
through the flow:
stage | power [mW] | utilization (%)
after floorplan | 0.507 | -
after global placement | 0.530 | 54.8
after detailed placement | 0.536 | 54.8
after CTS | 0.744 | 56.6
after global routing | 0.774 | 56.6
final | 0.736 | 56.6
Power figures rest on the tool's default switching activity, not on a simulated workload.
